==> flow/design.v <==
module ALU(CLK, reset, op, in_a, in_b, out, flag_z);
    input wire CLK;              
    input wire reset;            
    input wire[3:0] op;           
    input wire[15:0] in_a;        
    input wire[15:0] in_b;        
    output reg[15:0] out;        
    output reg flag_z;           
    parameter IDLE = 0;
    parameter ADD = 1;
    parameter SUB = 2;
    parameter OR = 3;
    parameter AND = 4;
    parameter XOR = 5;
    parameter SL = 6;
    parameter SR = 7;
    parameter GT = 8;
    parameter LT = 9;
    parameter EQ = 10;
    always@(posedge CLK or posedge reset) begin
        if (reset) begin
            out <= 0;
        end 
        else begin
            if (op == ADD) begin
                out <= in_a + in_b;
            end
            if (op == SUB) begin
                out <= in_a - in_b;
            end
            if (op == OR) begin
                out <= in_a || in_b;
            end
            if (op == AND) begin
                out <= in_a && in_b;
            end
            if (op == XOR) begin
                out <= (in_a || !(in_b)) && (!(in_a) || in_b);
            end
            if (op == SL) begin
                out <= in_a << in_b;
            end
            if (op == SR) begin
                out <= in_a >> in_b;
            end
            if (op == GT) begin
                out <= in_a > in_b;
            end
            if (op == LT) begin
                out <= in_a < in_b;
            end
            if (op == EQ) begin
                out <= (in_a == in_b);
            end
        end
    end
    always@(*) begin
        if (out == 0) 
            flag_z = 1;
        else 
            flag_z = 0;
    end
endmodule
==> flow/run.sh <==
#!/bin/bash
# OpenROAD 26Q1-2900-gdf79404cd8, Yosys 0.63+post, stock flow scripts
make -C /OpenROAD-flow-scripts/flow DESIGN_CONFIG=/design/flow/config.mk WORK_HOME=/design/flow/orfs finish
==> flow/config.mk <==
export PLATFORM = sky130hd
export DESIGN_NAME = ALU
export DESIGN_NICKNAME = ALU
export VERILOG_FILES = /design/flow/design.v
export SDC_FILE = /design/flow/constraint.sdc
export NUM_CORES = 4
export LEC_CHECK = 1
export CORE_UTILIZATION = 50
==> flow/constraint.sdc <==
current_design ALU

set clk_period 1.8
set clk_io_pct 0.2

create_clock -name clk0 -period $clk_period [get_ports {CLK}]

set non_clock_inputs [all_inputs -no_clocks]
set_input_delay [expr $clk_period * $clk_io_pct] -clock clk0 $non_clock_inputs
set_output_delay [expr $clk_period * $clk_io_pct] -clock clk0 [all_outputs]
==> flow_summary.json <==
{
  "worst_path_end_type": "register input",
  "post_synth_top_area_share": 0.1065,
  "hpwlAfterDp_um": 12420,
  "yosys_register_bits": 16,
  "error": "[ERROR GRT-0232] Routing congestion too high. Check the congestion heatmap in the GUI.",
  "clock_sink_count": 16,
  "outcome": "did not finish",
  "syn_avg_cell_area_um2": 7.198,
  "ctsHoldBuffers": 0,
  "synth.top_cells.by_area": "sky130_fd_sc_hd__ha_1, sky130_fd_sc_hd__dfrtp_1, sky130_fd_sc_hd__mux2i_1, sky130_fd_sc_hd__o21ai_0, sky130_fd_sc_hd__nor2_1",
  "die_height_um": 91.39,
  "cts-root-to-sink-buffers": 2,
  "haltStage": "global routing (5_1_grt)",
  "yosysUniqueCellTypes": 70,
  "rows": 32,
  "synth-warning-count": 1,
  "number_of_buffers_inserted_by_port_buffering": 54,
  "yosysSeqAreaShare": 0.1002,
  "yosys-stat-area_um2": 3995,
  "cts_buffers": 3,
  "die.size.x_um": 91.39,
  "ioPinCount": 55,
  "number_of_cells_in_the_yosys_synthesis_report": 555,
  "pin_count_of_the_biggest_net_entering_global_routing": 33,
  "async_reset_ff_frac": 1.000,
  "synth-edff-count": 0,
  "ff_type": "sky130_fd_sc_hd__dfrtp_1",
  "pre_cts_slack_ns": -1.261,
  "core_util_floorplan": 0.5170,
  "placed_cells": 822,
  "grt-worst-endpoint": "out[0]$_DFFE_PP0P_/D",
  "gp_congestion": 1.023,
  "synth_area_leader_cell": "sky130_fd_sc_hd__ha_1",
  "cts_root_buf": "sky130_fd_sc_hd__clkbuf_8",
  "h-tree-depth": 1,
  "synth.cell_area_um2": 3995,
  "syn-instance-count": 555
}
## through the flow
stage	setup TNS (ns)	instance area, µm²
4_1_cts	-5.618	6676
3_5_place_dp	-17.53	5791
3_3_place_gp	-17.19	5791
2_1_floorplan	-6.384	4277
## kinds of logic after synthesis
group / synth area share
adder cells (fa/ha/maj): 0.1165
buffers and inverters: 0.08456
XOR/XNOR: 0.02850
multiplexers: 0.1102
flip-flops: 0.1002
AND-OR/OR-AND: 0.3104
AND/OR/NAND/NOR: 0.2496
## timing repair
action                                  CTS
buffers inserted                         37
pin swaps                                95
endpoints found under the setup margin   17
resized                                 245
cloned                                    2
## Yosys cell counts, types with 12 or more instances
cell / n
sky130_fd_sc_hd__nor2_1: 48
sky130_fd_sc_hd__o21ai_0: 47
sky130_fd_sc_hd__nand2_1: 44
sky130_fd_sc_hd__ha_1: 34
sky130_fd_sc_hd__inv_1: 34
sky130_fd_sc_hd__a21oi_1: 33
sky130_fd_sc_hd__mux2i_1: 26
sky130_fd_sc_hd__clkbuf_1: 19
sky130_fd_sc_hd__nand3_1: 19
sky130_fd_sc_hd__nor3_1: 18
sky130_fd_sc_hd__dfrtp_1: 16
sky130_fd_sc_hd__a211oi_1: 12
sky130_fd_sc_hd__nand2b_1: 12
sky130_fd_sc_hd__nor4_1: 12
sky130_fd_sc_hd__o211ai_1: 12

### flow/config.mk
export PLATFORM = sky130hd
export DESIGN_NAME = hex_decoder
export DESIGN_NICKNAME = hex_decoder
export VERILOG_FILES = /design/flow/design.v
export SDC_FILE = /design/flow/constraint.sdc
export NUM_CORES = 4
export LEC_CHECK = 1
export CORE_AREA = 10 10 70 70
export DIE_AREA = 0 0 80 80
### flow/constraint.sdc
current_design hex_decoder

set clk_period 1.3
set clk_io_pct 0.2

create_clock -name clk0 -period $clk_period

set non_clock_inputs [all_inputs -no_clocks]
set_input_delay [expr $clk_period * $clk_io_pct] -clock clk0 $non_clock_inputs
set_output_delay [expr $clk_period * $clk_io_pct] -clock clk0 [all_outputs]
### flow/design.v
module IO(CLOCK_50, KEY, SW, HEX0, HEX1, HEX2, HEX3, HEX4, HEX5, LEDR);
    input CLOCK_50;
    input [3:0] KEY; 
    input [9:0] SW;
	output [6:0] HEX0; 
	output [6:0] HEX1; 
	output [6:0] HEX2; 
	output [6:0] HEX3; 
	output [6:0] HEX4; 
	output [6:0] HEX5; 
	output [9:0] LEDR;
    wire reset;
    assign reset = ~KEY[0];
    wire [2:0] regDisp;
    assign regDisp = SW[2:0];
    wire [1:0] program;
    assign program = ~KEY[2:1];
    wire [15:0] dataDisp;
    hex_decoder H0(dataDisp[3:0], HEX0);
    hex_decoder H1(dataDisp[7:4], HEX1);
    hex_decoder H2(dataDisp[11:8], HEX2);
    hex_decoder H3(dataDisp[15:12], HEX3);
    cpu C0(CLOCK_50, reset, program, regDisp, dataDisp);
endmodule
module hex_decoder(c, display);
	input[3:0]c;
	output[6:0]display;
	wire M0, M1, M2, M3, M4, M5, M6, M7, M8, M9, MA, Mb, MC, Md, ME, MF;
	assign M0 = ~(c[3] | c[2] | c[1] | c[0]);
	assign M1 = ~(c[3] | c[2] | c[1] | ~c[0]);
	assign M2 = ~(c[3] | c[2] | ~c[1] | c[0]);
	assign M3 = ~(c[3] | c[2] | ~c[1] | ~c[0]);
	assign M4 = ~(c[3] | ~c[2] | c[1] | c[0]);
	assign M5 = ~(c[3] | ~c[2] | c[1] | ~c[0]);
	assign M6 = ~(c[3] | ~c[2] | ~c[1] | c[0]);
	assign M7 = ~(c[3] | ~c[2] | ~c[1] | ~c[0]);
	assign M8 = ~(~c[3] | c[2] | c[1] | c[0]);
	assign M9 = ~(~c[3] | c[2] | c[1] | ~c[0]);
	assign MA = ~(~c[3] | c[2] | ~c[1] | c[0]);
	assign Mb = ~(~c[3] | c[2] | ~c[1] | ~c[0]);
	assign MC = ~(~c[3] | ~c[2] | c[1] | c[0]);
	assign Md = ~(~c[3] | ~c[2] | c[1] | ~c[0]);
	assign ME = ~(~c[3] | ~c[2] | ~c[1] | c[0]);
	assign MF = ~(~c[3] | ~c[2] | ~c[1] | ~c[0]);
	assign display[0] = (M1 | M4 | Mb | Md);
	assign display[1] = (M5 | M6 | MC | ME | MF | Mb);
	assign display[2] = (M2 | MC | ME | MF);
	assign display[3] = (M1 | M4 | M7 | M9 | MA | MF);
	assign display[4] = (M1 | M3 | M4 | M5 | M7 | M9);
	assign display[5] = (M1 | M2 | M3 | M7 | Md);
	assign display[6] = (M0 | M1 | M7 | MC);
endmodule
### flow/run.sh
#!/bin/bash
# OpenROAD 26Q1-2900-gdf79404cd8, Yosys 0.63+post, stock flow scripts
make -C /OpenROAD-flow-scripts/flow DESIGN_CONFIG=/design/flow/config.mk WORK_HOME=/design/flow/orfs finish
==> reports/results.ini <==
[synth]
synth_cells = 31
mux_area_frac = 0
synth-area-yosys_um2 = 201
synthAoiAreaFrac = 0.509
synth.avg_cell_area_um2 = 6.50
synth.comb.largest_family = AND-OR/OR-AND gates
synth.cellmix.simpleShare = 0.292
synth_adder_area_share = 0
yosysWarnings = 0
netlist-cell-type-count = 22
yosys.stat.seqShare = 0
ys_cells = 31
ys_sh_xor = 0.0435
synth_area_um2 = 201

[min_path]
hp-start = c[2]
min_path_cells = 4
hp-class = in2out
hold_end = display[6]

[placed_design]
io_buffers = 11
gp_congestion = 0.772
dp_hpwl_um = 709

[power]
internal_power_uw = 95.8
seq_power_share = 0
switchingPower_uw = 69.0
power.density_nw_per_um2 = 311
peakVddDrop_v = 0.0000653
leakagePower_uw = 0.000247
power_frac_clock = 0
netSwitchingFraction = 0.419
finalPower_uw = 165
combPwrFrac = 1.000

[detailed_routing]
drtIter0Drc = 15
vias_per_cell = 3.12
wl_per_cell_um = 9.38
drt.antenna.violating_nets = 0
vias = 309
drc = 0
diodes = 0
wl_um = 929
dr.pass1.iters = 3

[finish]
final_cell_mix = buf_4, buf_6, buf_2, o31ai_2, o21ai_2
layout_top_cell = buf_4
final-seq-area_um2 = 0
area_growth_pct = 163
n_clock_buffer = 0
flops = 0
drive_above_1_share = 0.755

[global_route]
grt_max_degree = 9
grt_pass1_vias = 332
grt_use_total = 0.0284
grt_antenna_before_repair = 0
grt_overflow_total = 0
grt_pass1_wl_mm = 1.55

[job]
max_cap_viol_count = 0
warnings = 34

[final_timing]
worst_slew_pin_slew_ns = 0.263
rsz0062_at_grt = yes
tns_ns = 0
period_used_share = 0.994
holdWs_ns = 0.926
relSlewSlack = 0.824
finalSetupViolations = 0
fmax_mhz = 774
slew_violations = 0
hold_violations = 0
timing.final.crit_period_ns = 1.29

[worst_setup_path]
end_kind = primary output
critPathMaxStageDelay_ns = 0.18
worst_setup_path_start_kind = input port
cp_slowest_cell = a31oi_2
critPathRequiredTime_ns = 1.04
worst-setup-path-type = in2out
cp_max_fo = 5
crit_top_cell = buf_6
path_cells = buf_4 -> buf_6 -> buf_6 -> a31oi_2 -> o31ai_2 -> buf_2
arrival_ns = 1.03

[die]
die_x_um = 80
core_util_floorplan = 0.0590
rows = 21
core_um2 = 3420
die_h_um = 80
chipArea_um2 = 6400
io_pins = 11

[clock_tree]
postCtsHoldBufs = 0

[status]
outcome = completed

==> cells by family after synthesis <==
logic type,after synthesis
simple gates,10
compound gates,14
xor+xnor,1
buf+inv,6
==> per-stage QoR <==
step / std cells / worst slack, ns / area (um2) / util
after floorplan: 31 / 0.212 / 201 / -
after global placement: 94 / -0.801 / 417 / 0.122
after detailed placement: 94 / -0.828 / 417 / 0.122
after CTS: 97 / -0.244 / 463 / 0.136
after global routing: 99 / -0.0294 / 529 / 0.155
final: 99 / 0.00750 / 529 / 0.155
==> Yosys cell counts <==
library cell	n	area, um2
nand2_1	3	11.3
o31ai_1	3	22.5
a31oi_1	2	12.5
buf_4	2	15.0
inv_1	2	7.51
nor3_1	2	10.0
o21ai_0	2	10.0
a21oi_1	1	5.00
a22o_1	1	8.76
buf_2	1	5.00
inv_2	1	3.75
nand2b_1	1	6.26
nand2b_4	1	13.8
nand3_1	1	5.00
nor2_1	1	3.75
nor4b_1	1	8.76
o211ai_2	1	12.5
o21a_1	1	7.51
o21ai_2	1	8.76
o22ai_1	1	6.26
o2bb2ai_1	1	8.76
xnor2_1	1	8.76
==> per-layer routing <==
metal,share of wire,up-vias,track usage,wire [um]
met5,0,-,0,0
li1,-,161,-,-
met2,0.37,9,0.0361,343
met1,0.54,139,0.0455,501
met3,0.091,0,0.0102,85
met4,0,0,0,0
==> how the worst max path moves through the flow <==
stage | from | end | slack, ns
CTS | c[0] | display[1] | -0.24
global route | c[2] | display[0] | -0.03
finish | c[2] | display[0] | 0.008
==> cell type report <==
cell class | count | area [um2]
timing repair buffer | 25 | 228
multi-input combinational | 25 | 233
inverter | 3 | 11.3
fill | 389 | 2890
tap | 46 | 57.6
==> worst max-delay path, delay by kind of cell <==
kind / cells / cell delay (ns)
AOI/OAI and AO/OA: 2 / 0.27
buffers and inverters: 4 / 0.51
==> timing repair <==
action | 4_1_cts | 5_1_grt
resized | 49 | 16
endpoints found under the hold margin | 0 | 0
buffers inserted | 3 | 2
pin swaps | 4 | 8
endpoints found under the setup margin | 7 | 7
==> power groups by stage <==
| stage | logic, uW | registers (uW) | clock network (uW) |
|---|---|---|---|
| finish | 165 | 0 | 0 |
| CTS | 146 | 0 | 0 |
| global route | 181 | 0 | 0 |
Power is estimated from default activity; no workload was simulated.

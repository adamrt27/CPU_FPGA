<file path="config.mk">
export PLATFORM = sky130hd
export DESIGN_NAME = RegisterFile
export DESIGN_NICKNAME = RegisterFile
export VERILOG_FILES = /design/flow/design.v
export SDC_FILE = /design/flow/constraint.sdc
export NUM_CORES = 4
export LEC_CHECK = 1
export CORE_UTILIZATION = 40
</file>
<file path="constraint.sdc">
current_design RegisterFile

set clk_period 3.0
set clk_io_pct 0.2

create_clock -name clk0 -period $clk_period [get_ports {CLK}]

set non_clock_inputs [all_inputs -no_clocks]
set_input_delay [expr $clk_period * $clk_io_pct] -clock clk0 $non_clock_inputs
set_output_delay [expr $clk_period * $clk_io_pct] -clock clk0 [all_outputs]
</file>
<file path="design.v">
module RegisterFile(CLK, reset, RFwrite, regA, regB, regW, regDisp, dataA, dataB, dataW, dataDisp);
    input wire CLK;                      
    input wire reset;                    
    input wire RFwrite;                  
    input wire [2:0] regA, regB, regW, regDisp;         
    input wire [15:0] dataW;             
    output reg [15:0] dataA, dataB, dataDisp;     
    integer i;
    reg [15:0]register[7:0];
    always@(posedge CLK) begin
        if (reset) begin         
            for (i = 0; i < 8; i = i + 1) begin
                register[i] <= 16'b0;
            end
        end
        if (RFwrite) begin
            register[regW] <= dataW;
        end
    end
    always@(posedge CLK) begin
        dataA <= register[regA];
        dataB <= register[regB];
        dataDisp <= register[regDisp];
    end
endmodule
</file>
<file path="run.sh">
#!/bin/bash
# OpenROAD 26Q1-2900-gdf79404cd8, Yosys 0.63+post, stock flow scripts
make -C /OpenROAD-flow-scripts/flow DESIGN_CONFIG=/design/flow/config.mk WORK_HOME=/design/flow/orfs finish
</file>
==> flow_metrics.env <==
# source this file to load flow results
export IMPL_outcome="finished, final reports clean"
export IMPL_hold_path_stages=2
export IMPL_reg2regPathDepth=2
export IMPL_synth_largest_area_cell="sky130_fd_sc_hd__edfxtp_1"
export IMPL_ir_worst_vdd_uv=365
export IMPL_crit_arrival_ns=2.33
export IMPL_finalCoreUtilization=0.483
export IMPL_cts_clk_slew_worst_paths_ns=0.06
export IMPL_viasPerCell=5.64
export IMPL_critical_path_required_ns=3.07
export IMPL_vias=4888
export IMPL_clkSinkCount=176
export IMPL_drive_gt1_frac=0.204
export IMPL_synth_cell_types=15
export IMPL_setup_tns_ns=0
export IMPL_grt_total_usage=0.196
export IMPL_dr_pass1_iters=20
export IMPL_holdPathEnd="dataA[8]$_DFF_P_"
export IMPL_synth_xor_area_share=0
export IMPL_synth_yosys_seq_area_share=0.534
export IMPL_grt_overflow=0
export IMPL_postCtsSetupBuffers=0
export IMPL_initial_core_util=0.409
export IMPL_syn2layout_area_growth_pct=18.0
export IMPL_die_width_um=152
export IMPL_synthSimpleGateAreaFrac=0.105
export IMPL_openroad_warnings=25
export IMPL_boundaryPins=79
export IMPL_clk_insertion_delay_late_ns=0.43
export IMPL_synth_logic_top_family="multiplexers"
export IMPL_pwr_density_cell_nw_per_um2=566
export IMPL_finalClockSkew_ns=0.00811
export IMPL_start_kind="primary input"
export IMPL_cts_bufs_inserted=17
export IMPL_totalPowerFinal_mw=6.01
export IMPL_ant_nets=0
export IMPL_leakage_power_of_the_design_nw=3.93
export IMPL_final_fill_count=1789
export IMPL_setup_viol=0
export IMPL_critical_path_fanouts_max=17
export IMPL_finalWeightedCongestion=0.839
export IMPL_adder_share=0
export IMPL_coreArea_um2=22000
export IMPL_detailedRoute_firstIterationViolations=220
export IMPL_r2r_end="dataA[4]$_DFF_P_"
export IMPL_pins_over_slew_limit=0
export IMPL_global_route_wire_length_before_repair_um=31000
export IMPL_drt_total_wl_um=20300
export IMPL_yosysWarningCount=1
export IMPL_post_synth_ao_oa_area_fraction=0
export IMPL_max_slew_margin=0.585
export IMPL_r2r_start="register[1][4]$_SDFFCE_PN0P_"
export IMPL_synth_avg_cell_area_um2=18.0
export IMPL_period_minus_slack_ns=2.26
export IMPL_yosys_mux_area_fraction=0.336
export IMPL_post_route_drc_count=0
export IMPL_clk_root_buffer_cell="sky130_fd_sc_hd__clkbuf_16"
export IMPL_post_route_cell_area_um2=10600
export IMPL_multiInputGateArea_um2=3960
export IMPL_cts_max_path_buffers=2
export IMPL_layout_cells_most_common_list="128 x sky130_fd_sc_hd__and2_1, 128 x sky130_fd_sc_hd__edfxtp_1, 84 x sky130_fd_sc_hd__mux4_1, 75 x sky130_fd_sc_hd__clkdlybuf4s50_1"
export IMPL_rows=54
export IMPL_topCellsByArea="sky130_fd_sc_hd__edfxtp_1 43%, sky130_fd_sc_hd__mux4_1 25%, sky130_fd_sc_hd__dfxtp_1 11%"
export IMPL_place_hpwl_um=12700
export IMPL_critical_path_endpoint_type="register"
export IMPL_yosys_stat_chipArea_um2=8990
export IMPL_min_path_type="register to register"
export IMPL_grt_max_degree=33
export IMPL_final_hold_violation_count=0
export IMPL_syn_instance_count=499
export IMPL_die_h_um=152
export IMPL_hold_path_startpoint="register[0][8]$_SDFFCE_PN0P_"
export IMPL_grt_pass1_vias=5242
export IMPL_cts_hold_repair_buffers=0
export IMPL_regArea_um2=4800
export IMPL_insertedDiodeCount=0
export IMPL_min_period_over_period=0.752
export IMPL_initial_antenna_violation_count=0
export IMPL_post_route_worst_setup_slack_ns=0.743
export IMPL_placement_cell_area_um2=10000
export IMPL_cts_tree="built"
export IMPL_clock_tree_htree_level_count=4
export IMPL_ys_cells=499
export IMPL_rrSetupSlack_ns=1.62
export IMPL_worst_pin_slew_ns=0.622
export IMPL_max_cap_violations=0
export IMPL_preCtsSetupSlack_ns=0.266
export IMPL_synth_ff_latch_count=176
export IMPL_max_freq_ghz=0.443
export IMPL_io_buffers=78
export IMPL_synth_largest_type_area_fraction=0.428
export IMPL_cp_class="primary input to register"
export IMPL_rsz0062_at_grt="no"
export IMPL_design_die_area_um2=23100
export IMPL_drt_wirelength_per_cell_um=23.4
export IMPL_total_standard_cell_area_after_synthesis_um2=8990
export IMPL_cts_resized=0
## worst max-delay path, stage by stage
cell and delay [ns]:
sky130_fd_sc_hd__clkdlybuf4s50_1 0.59, sky130_fd_sc_hd__and4b_1 0.61, sky130_fd_sc_hd__or2_2 0.53
## cell type report
cell class	count	share of cell area
clock buffers	17	0.0401
multi-input cells	288	0.373
flip-flops and latches	176	0.453
clock inverters	15	0.0170
repair buffers	91	0.0837
well taps	280	0.0330
## how the worst max path moves through the flow
stage / from / end
final: regW[2] / register[5][8]$_SDFFCE_PN0P_
after global routing: regW[0] / register[5][11]$_SDFFCE_PN0P_
after CTS: regW[2] / register[5][7]$_SDFFCE_PN0P_
## flip-flops by register name, indices dropped and copies added, names as in the netlist
name / flops
dataA: 16
dataB: 16
dataDisp: 16
register: 128
## synth_stat cells (all sizes together)
library cell,number
buf,20
and2,128
clkbuf,15
mux4,96
nor4b,1
edfxtp,128
mux2,48
and4b,3
or2,8
and4bb,3
dfxtp,48
and4,1
## layer usage
layer  part of all wire  up-vias  track usage
met4              0.015        0       0.0277
li1                   -     2199            -
met5                  0        -            0
met1               0.37     2386        0.253
met2               0.49      280        0.310
met3               0.13       23        0.110
## per-stage QoR
step           hold slack [ns]  instances
6_report                 0.719        867
5_1_grt                  0.756        867
4_1_cts                  0.730        867
3_5_place_dp             0.710        835
3_3_place_gp             0.705        835
2_1_floorplan            0.674        499
## power breakdown
part	leakage, nW	internal, mW	switching [mW]
logic	2.00	0.510	0.271
registers	1.64	2.84	0.114
clock network	0.291	1.32	0.954
## cell families (layout without fill, tap and decap cells)
group	Yosys count	in the layout
mux	144	144
buf+inv	35	123
simple gates	144	144
flops	176	176
No activity file was given, so power comes from the tool's default toggle rates.
